==> ./design.v <==
module reg_file(A1,A2,A3,RD1,RD2,WE3,WD3,clk,rst);
	parameter reg_size = 32,regs_num = 32;
	input clk,WE3,rst;
	input [4:0] A1,A2,A3;
	input [31:0] WD3;
	output reg [reg_size-1:0]  RD1,RD2;
	reg [reg_size-1:0] mem [0:regs_num-1] ;	
	assign RD1 = mem[A1];	
	assign RD2 = mem[A2];		
	always@(posedge clk)begin
		if (rst) begin: ClrMem
            integer i;
            for (i = 0; i < regs_num; i = i + 1) begin
                mem[i] <= 32'b0;
            end
        end
		else begin
			if(WE3)
				mem[A3] = WD3;
		end
	end
endmodule
==> ./run.sh <==
#!/bin/bash
# OpenROAD 26Q1-2900-gdf79404cd8, Yosys 0.63+post, stock flow scripts
make -C /OpenROAD-flow-scripts/flow DESIGN_CONFIG=/design/flow/config.mk WORK_HOME=/design/flow/orfs finish
==> ./config.mk <==
export PLATFORM = sky130hd
export DESIGN_NAME = reg_file
export DESIGN_NICKNAME = reg_file
export VERILOG_FILES = /design/flow/design.v
export SDC_FILE = /design/flow/constraint.sdc
export NUM_CORES = 4
export LEC_CHECK = 1
export CORE_UTILIZATION = 50
==> ./constraint.sdc <==
current_design reg_file

set clk_period 15.3
set clk_io_pct 0.2

create_clock -name clk0 -period $clk_period [get_ports {clk}]

set non_clock_inputs [all_inputs -no_clocks]
set_input_delay [expr $clk_period * $clk_io_pct] -clock clk0 $non_clock_inputs
set_output_delay [expr $clk_period * $clk_io_pct] -clock clk0 [all_outputs]
==> deck_impl_summary.md <==
Key Metrics from the Run

Outcome
  • Status: finished, final reports clean

Synth
  • Cell area leaders: edfxtp_1, mux2i_1, and2_1
  • Ys cells: 4,640
  • Distinct cell type count after synthesis: 31
  • Most used flip-flop cell: edfxtp_1
  • YS chip area: 56,500 um2
  • Cell Area, Synth: 56,500 um2
  • Post-synthesis area per instance: 12.2 um2
  • Syn Inst Count: 4,640
  • Synth warn: 3
  • Post-synth top area cell: edfxtp_1
  • Share of the synthesized area in the top cell type: 54.5%
  • Seq share, synth: 54.5%
  • Async S/R FF share, synth: 0%
  • Post-synth EDFFs: 1,024
  • Post-synth regs: 1,024

Floorplan
  • Core Density at Floorplan: 50.7%
  • Core box area: 111,000 um2
  • Die width: 338 um
  • Io pins: 114
  • Row cnt: 122
  • Die area: 114,000 um2
  • Die H: 338 um

Finish
  • Share of cells above drive strength 1: 8.54%
  • Top cells excl fill/tap: mux2i_1, and2_1, edfxtp_1, nand2_1, nand3_1
  • Final core utilization: 55.9%
  • Area Overhead vs Synth: 10.2%
  • Fin cells: 6,169
  • Most flop-heavy register: mem
  • Max reg flops: 1,024
  • Fin area: 62,200 um2
  • Register area: 30,700 um2
  • Combinational gate area: 23,500 um2
  • Fill count: 8,896
  • Largest registers: mem: 1024 flops

Clock network
  • CTS Root Cell: clkbuf_16
  • Clk slew on worst S/H paths: 60 ps
  • Hold-fix buffer count after cts: 0
  • Total CTS buffers: 115
  • Setup bufs post-CTS: 0
  • H-tree levels: 3
  • # resized after CTS: 0
  • Clock Sink Count: 1,024
  • CTS tree: done
  • Clk buf depth: 3

Worst setup path
  • Arr. time, crit path: 7200 ps
  • Crit path DRT: 12,240 ps
  • Slowest CP cell: nor2b_4
  • CP cell instances: clkdlybuf4s50_1 -> nor2b_4 -> buf_4 -> buf_4 -> a22o_1 -> nor3_1 -> a31oi_1 -> nand3_1 -> clkdlybuf4s50_1
  • Crit. End Element: primary output
  • Crit Path Class: in2out
  • Slowest stage delay, CP: 700 ps
  • Crit path max fanout: 40
  • Cell family with most CP delay: buffers and inverters
  • Worst path bufs/invs: 4
  • Critical Path Source Type: input pin

Timing
  • Final setup viols: 0
  • Slew @ Worst Pin: 942 ps
  • Maximum operating frequency: 97.4 MHz
  • Hold_ws: 3290 ps
  • Setup TNS Final: 0 ps
  • Final min period: 10,260 ps
  • RSZ-0062 raised after global routing: false
  • Worst rel slew slack: 37.2%
  • Fin crit share: 67.1%
  • PnR worst setup slack: 5040 ps
  • Slew Limit Fails: 0
  • Final Hold Fails: 0

Pwr
  • Leak: 24.2 nW
  • Power Dens Cells: 111 nW/um2
  • Total power: 6.91 mW
  • Peak supply drop: 96.7 uV

Detailed routing
  • Vias/cell: 6.13
  • Final wirelength: 195 mm
  • DRT iter0 DRCs: 2,423
  • # DRC: 0
  • Post-DRT Antenna Nets: 0
  • WL/cell: 31.7 um
  • Vias: 37,800
  • Initial DRT Pass Iterations: 6

GRT
  • First-pass GRT wire length: 276 mm
  • Tot GR Track Use: 37.5%
  • Initial antenna violation count: 6
  • Pin count of the biggest net entering global routing: 96
  • Overflow after GRT: 0
  • Number of global-route vias before repair: 38,500

Placed design
  • Inst Count DP: 5,946
  • Final HPWL DP: 108 mm
  • Post-Place Worst Slack: 5240 ps
  • Routability cong.: 0.912
  • Post-placement cell area: 58,400 um2
  • Port-buffer cells: 113

Flow run
  • OpenROAD warnings: 26
  • Max Cap Violations: 0

Hold path
  • Hold Path Class: in2reg
==> kinds of logic after synthesis <==
logic type | Yosys count | synth area share [%]
simple gates | 1568 | 16.1
mux | 1024 | 18.2
flops | 1024 | 54.5
compound gates | 576 | 6.95
buf+inv | 448 | 4.34
==> cells in the mapped netlist (2+ instances only) <==
| master | number |
|---|---|
| a21oi_1 | 192 |
| a22o_1 | 128 |
| a22oi_1 | 192 |
| a31oi_1 | 64 |
| and2_1 | 1026 |
| buf_1 | 23 |
| buf_2 | 50 |
| buf_4 | 76 |
| buf_6 | 43 |
| clkbuf_1 | 186 |
| clkbuf_2 | 66 |
| clkbuf_4 | 4 |
| edfxtp_1 | 1024 |
| mux2i_1 | 1024 |
| nand2_1 | 195 |
| nand2b_1 | 5 |
| nand3_1 | 193 |
| nand3b_1 | 3 |
| nor2_1 | 22 |
| nor2_4 | 10 |
| nor2_8 | 4 |
| nor2b_1 | 4 |
| nor3_1 | 64 |
| or2_2 | 34 |
| or3b_4 | 2 |
==> area by class of cell <==
class	instances	share of cell area (%)
Tap cell	1488	2.99
Sequential cell	1024	49.4
Multi-Input combinational cell	3168	37.7
Clock buffer	143	4.93
Timing Repair Buffer	266	3.78
Clock inverter	70	1.09
Antenna cell	10	0.0402
==> power breakdown <==
group	switching (mW)	leakage (nW)	internal, mW
sequential	0.0720	9.74	3.24
combinational	0.523	12.7	0.293
clock	1.14	1.82	1.64
==> worst paths after layout <==
kind / start / end / slack [ps] / cells after the start
max: A1[0] / RD1[6] / 5040 / 9
min: WD3[16] / mem[8][16] / 3290 / 3
==> per-layer routing <==
metal	wire, um	share of wire [%]	track usage, %
met2	89100	46	54.5
met1	70200	36	48.8
met4	8690	4.4	14.0
met3	27400	14	21.2
met5	86	0.044	0.681
Power is estimated from default activity; no workload was simulated.
