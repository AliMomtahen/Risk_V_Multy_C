## design/flow/design.v

```verilog
module inst_reg(input clk,rst,write_en,input [31:0] inp,output reg [31:0] out);
	reg [31:0] temp;
	always@(posedge clk)begin
		if(rst)begin
			temp = 32'b0;
			out = 32'b0;
		end
		else begin
			if(write_en)
				temp = inp;
			out = temp;
		end
	end
endmodule
```

## design/flow/run.sh

```bash
#!/bin/bash
# OpenROAD 26Q1-2900-gdf79404cd8, Yosys 0.63+post, stock flow scripts
make -C /OpenROAD-flow-scripts/flow DESIGN_CONFIG=/design/flow/config.mk WORK_HOME=/design/flow/orfs finish
```

## design/flow/config.mk

```make
export PLATFORM = sky130hd
export DESIGN_NAME = inst_reg
export DESIGN_NICKNAME = inst_reg
export VERILOG_FILES = /design/flow/design.v
export SDC_FILE = /design/flow/constraint.sdc
export NUM_CORES = 4
export LEC_CHECK = 1
export CORE_UTILIZATION = 30
```

## design/flow/constraint.sdc

```tcl
current_design inst_reg

set clk_period 1.0
set clk_io_pct 0.2

create_clock -name clk0 -period $clk_period [get_ports {clk}]

set non_clock_inputs [all_inputs -no_clocks]
set_input_delay [expr $clk_period * $clk_io_pct] -clock clk0 $non_clock_inputs
set_output_delay [expr $clk_period * $clk_io_pct] -clock clk0 [all_outputs]
```

==> results.txt <==
Results of the full flow below.

Pwr:
- The run puts the worst ir drop on vdd at 1470 uV.
- The run puts the proportion of power drawn by the clock network at 39.7%.
- The leakage component of the power was reported as 0.888 nW.
- The power report lists cell-internal power as 2.38 mW.
- The run gives the power density over cell area as 1550 nW/um^2.
- The run gives the switching power as 0.603 mW.
- The run gives the switching fraction of total power as 20.2%.
- The run gives the share of power burned in registers as 47.1%.
- Of the total power, combinational logic draws 13.2%.

Finish:
- The run gives the final core utilization as 52.1%.
- The run gives the highest-count logic cell in the final layout as clkdlybuf4s50_1.
- Per the cell usage report, the commonest logic cells after layout are 33 x clkdlybuf4s50_1, 32 x mux2i_1, 32 x nor2_1, 32 x dfxtp_2, 18 x clkbuf_2.
- Cells with a size suffix above 1 make up 35.6% of the layout.
- The run puts the post-route non-filler standard cell count at 222.
- The run puts the number of flip-flops under the largest register name at 32.
- Per the run report, area growth between synthesis and finish was 65.2%.

Route:
- The script parses the final routing iteration and logs DRC violations as 0.
- The run puts the post-route antenna net violation count at 0.
- The run gives the via count as 932.
- The run puts the violation count after the first detailed-routing iteration at 20.
- For this run, the detailed router's first-pass iteration total came to 3.
- The run gives the diode insertion count for antenna repair as 0.
- The run gives the via density per instance as 4.20.
- The run puts the sum of routed wire length over all layers at 2450 um.
- The run puts the average routed wire per standard cell at 11.0 um.

Clocking:
- The run puts the TritonCTS buffer count at 5.
- No sink is reached through more buffers than the 2 on the longest clock path.
- The run gives the clock latency reported for the late side of the worst-skew pair as 0.28 ns.
- TritonCTS built the clock tree.
- The run puts the clock transition at the registers of the reported paths at 0.06 ns.
- The run puts the maximum level of the CTS H-tree at 2.
- The run puts the number of clock sinks seen by CTS at 32.
- The run gives the hold buffer count at CTS as 0.
- Clock tree synthesis selected as its root buffer the cell clkbuf_8.
- The run gives the post-CTS repair timing setup buffer count as 0.

Die:
- In this run the full chip footprint comes out at 4130 um^2.
- The run puts the number of rows created at floorplan at 22.
- The run puts the vertical die dimension at 64.3 um.
- The run gives the horizontal die dimension as 64.3 um.
- In this run the count of I/O pins placed on the die edge is 67.
- The run gives the pre-placement core utilization as 31.5%.
- The floorplan step defined a core boundary enclosing 3690 um^2.

Final timing:
- The run gives the number of failing hold endpoints at the final stage as 0.
- The worst path meets setup with 0.0335 ns of slack.
- The run puts the number of max-slew violations in the final report at 0.
- The run gives the slew at the pin closest to its max-slew limit as 0.145 ns.
- Per the timing report, the achievable frequency comes out to 1.03 GHz.
- The run puts the shortest period the worst path allows at 0.967 ns.
- After layout, the worst path uses 96.7% of the clock period.
- From the final report, the count of setup violators was given as 0.
- Setup repair after global routing left no endpoint under its margin.
- The run gives the post-route clock skew as 0 ns.
- The run puts the max-slew headroom at the worst pin at 90.1%.

Setup path:
- The run gives the critical register-to-register path startpoint as out[25]$_SDFFE_PP0P_.
- The run puts the peak per-stage delay on the critical path at 0.33 ns.
- For the worst setup path, the data required time is 0.80 ns.
- The worst setup path is launched from a register.
- The run puts the depth of the critical timing path with buffers and inverters included at 1.
- The run gives the critical path's top delay family as flip-flops.
- The run gives the number of cells traversed by the worst register-to-register path as 2.
- Per STA, the worst path is made up of clkdlybuf4s15_1.
- STA classifies the critical path endpoint as a primary output.
- Per the STA report, the cell with the highest stage delay on the worst path is dfxtp_2.
- The run gives the critical path class as register to primary output.
- For reference, the critical path is launched at out[28]$_SDFFE_PP0P_.
- The run puts the arrival time of data at the critical path endpoint at 0.77 ns.
- The run puts the critical path buffer and inverter count at 1.
- The run puts the largest fanout on the critical path at 2.

Yosys:
- The run gives the cell total in the yosys stat output as 103.
- The run puts the summed instance area of the synthesized netlist at 1160 um^2.
- Synthesis instantiated 6 different standard cells from the library.
- The run gives the Yosys warning count as 1.
- The run gives the post-synth area from yosys stat as 1160 um^2.
- Synthesis handed over a netlist of 103 instances.
- Of the synthesized area, sequential elements account for 55.1%.
- The run gives the mean cell area of the mapped netlist as 11.3 um^2.
- The run gives the count of state elements after synthesis as 32.

Min path:
- Checking hold timing, the worst path is listed with class input pin to register.
- For the worst min-delay path, the startpoint reported by OpenROAD is write_en.
- The run puts the cell depth of the worst min-delay path at 4.

Job:
- The run gives the max-capacitance violation count as 0.
- The run puts the total tool warning count at 25.

Global routing:
- The run gives the initial antenna violation count as 0.
- The run gives the maximum number of pins on one net before global-route repair as 33.
- Global routing finished with a remaining overflow of 0.
- The run puts the global router's overall resource usage at 13.0%.
- The run gives the global-route wire length before repair as 4140 um.
- The run puts the number of global-route vias before repair at 975.

Placement:
- According to the dpl log, the detail-placed design has an HPWL of 1730 um.
- The run gives the total of buffers placed on input and output ports as 66.
- The run gives the worst setup slack after placement as -0.0901 ns.
- The run gives the number of placed instances with taps included as 214.
- The run puts the final weighted congestion in routability-driven placement at 0.685.

Outcome:
- The flow ran to the end, and the final reports show no timing, DRC or antenna violations.
final cells by class:
cell class,count,area (um^2)
Fill cell,339,1770
Clock buffer,6,72.6
Tap cell,48,60.1
Multi-Input combinational cell,64,440
Timing Repair Buffer,70,633
Sequential cell,32,681
Clock inverter,2,35.0
timing repair:
action,CTS,global route
pin swaps,0,0
gates resized,96,18
setup endpoints to repair,32,18
cells by family (layout without fill, tap and decap cells):
| kind of cell | Yosys count | after routing | synth area share (%) |
|---|---|---|---|
| flops | 32 | 32 | 55.1 |
| buf+inv | 7 | 78 | 7.10 |
| simple gates | 32 | 32 | 10.3 |
| mux | 32 | 32 | 27.5 |
per-layer routing:
layer / wire length (um) / vias to the layer above / track usage, %
met5: 0 / - / 0
met4: 19 / 0 / 1.94
met3: 251 / 2 / 5.25
met2: 1020 / 45 / 19.2
met1: 1160 / 412 / 18.6
li1: - / 473 / -
worst paths after layout:
path	endpoint	slack, ns
worst max-delay path	out[28]	0.03
worst min-delay path	out[28]$_SDFFE_PP0P_	0.43
worst max register to register	out[25]$_SDFFE_PP0P_	0.38
worst min register to register	out[1]$_SDFFE_PP0P_	0.48
power groups by stage:
stage / clock [mW] / sequential (mW) / combinational [mW]
after CTS: 1.22 / 1.41 / 0.424
after global routing: 1.28 / 1.41 / 0.436
final: 1.18 / 1.40 / 0.394
stage by stage:
stage | hold WS, ns | instance area (um^2) | total power, mW | setup TNS (ns)
2_1_floorplan | 0.272 | 1160 | 1.57 | 0
3_3_place_gp | 0.476 | 1860 | 1.86 | -2.42
3_5_place_dp | 0.482 | 1860 | 1.87 | -2.72
4_1_cts | 0.433 | 2010 | 3.05 | 0
5_1_grt | 0.456 | 1920 | 3.13 | 0
6_report | 0.434 | 1920 | 2.98 | 0
cells in the mapped netlist, drive strengths merged:
cell type / number / area (um^2)
dfxtp: 32 / 641
mux2i: 32 / 320
buf: 4 / 71.3
clkbuf: 3 / 11.3
nor2: 32 / 120
No activity file was given, so power comes from the tool's default toggle rates.
